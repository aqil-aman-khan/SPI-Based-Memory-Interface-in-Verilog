==> flow/design.v <==
module Interface #(parameter MEM_DEPTH = 256 , parameter ADDR_SIZE = 8)(
    input clk , ss_n , MOSI , rst_n ,
    output MISO 
);
wire [9:0] rxdata ;
wire [7:0] txdata ;
wire rx_valid , tx_valid ;
slave slave(
    .MOSI(MOSI),
    .MISO(MISO),
    .clk(clk),
    .ss_n(ss_n),
    .rst_n(rst_n),
    .rx_data(rxdata),
    .tx_data(txdata),
    .rx_valid(rx_valid),
    .tx_valid(tx_valid)
);
memory #(MEM_DEPTH,ADDR_SIZE) memory (
    .din(rxdata),
    .dout(txdata),
    .clk(clk),
    .rx_valid(rx_valid),
    .tx_valid(tx_valid),
    .rst_n(rst_n)
);
endmodule
module memory #(
    parameter MEM_DEPTH = 256,
    parameter ADDR_SIZE = 8
)(
    input clk,
    input rst_n,
    input rx_valid,
    input [9:0] din,
    output reg [7:0] dout,
    output reg tx_valid
);
reg [ADDR_SIZE-1:0] memory [MEM_DEPTH-1:0];  
reg [7:0] addr_wr;  
reg [7:0] addr_re;  
always @(posedge clk) begin  
    if (!rst_n) begin    
        dout <= 8'b0;
        tx_valid <= 1'b0;
        addr_wr <= 8'b0;
        addr_re <= 8'b0;
    end else begin
        if (rx_valid) begin  
            case (din[9:8])
                2'b00: begin
                    addr_wr <= din[7:0];  
                    tx_valid <= 1'b0;
                end
                2'b01: begin
                    memory[addr_wr] <= din[7:0];  
                    tx_valid <= 1'b0;
                end
                2'b10: begin
                    addr_re <= din[7:0];  
                    tx_valid <= 1'b0;
                end
                2'b11: begin  
                    dout <= memory[addr_re];
                    tx_valid <= 1'b1;
                end
            endcase
        end
    end
end
endmodule
module slave(
    input MOSI , tx_valid , clk , rst_n , ss_n ,
    input [7:0] tx_data ,
    output reg  MISO , rx_valid , 
    output reg [9:0] rx_data  
);
localparam IDLE = 3'b000,
           CHK_CMD = 3'b001,
           WRITE = 3'b010,
           READ_ADD = 3'b011,
           READ_DATA = 3'b100;
reg [2:0] cs , ns ;  
reg ADD_DATA_checker ;  
reg [3:0] counter1 ;  
reg [2:0] counter2 ;  
reg [9:0] bus ;  
always @(posedge clk)
begin
    if(~rst_n) 
        cs <= IDLE;
    else 
        cs <= ns ;
end
always @(*) begin
    ns = cs ;
    case(cs)
        IDLE : begin
            if(ss_n)
                ns = IDLE;
            else    
                ns = CHK_CMD;
        end
        CHK_CMD : begin
            if(ss_n)
                ns = IDLE;
            else begin
                if((~ss_n) && (MOSI == 0))
                    ns = WRITE;
                else if ((~ss_n) && (MOSI == 1) && (ADD_DATA_checker == 1))
                    ns = READ_ADD;
                else if ((~ss_n) && (MOSI == 1) && (ADD_DATA_checker == 0))
                    ns = READ_DATA;
            end
        end
        WRITE : begin
            if(ss_n || counter1 == 4'b1111)  
                ns = IDLE;
            else 
                ns = WRITE;
        end
        READ_ADD : begin 
            if(ss_n || counter1 == 4'b1111)
                ns = IDLE;     
            else
                ns = READ_ADD;
        end
        READ_DATA : begin        
            if(ss_n)
                ns = IDLE;
            else
                ns = READ_DATA;
        end
    endcase
end
always @(posedge clk or negedge rst_n) begin
    if (~rst_n) begin
        counter1 <= 9;  
        counter2 <= 7;  
        ADD_DATA_checker <= 1;  
        bus <= 0;
        rx_data <= 0;
        rx_valid <= 0; 
        MISO  <= 0;  
    end
    else begin
        if(cs == IDLE) begin
            rx_valid <= 0;
            counter1 <= 9 ;  
            counter2 <= 7 ; 
        end
        else if(cs == WRITE) begin
            if (counter1 >= 0)begin
                bus[counter1] <= MOSI;
                counter1 <= counter1 - 1;    
            end
            if(counter1 == 4'b1111) begin 
                rx_valid = 1;
                rx_data <= bus ;  
            end
        end
        else if (cs == READ_ADD) begin
            if (counter1 >= 0)begin
                bus[counter1] <= MOSI;
                counter1 <= counter1 - 1;    
            end
            if(counter1 == 4'b1111) begin 
                rx_valid <= 1;
                rx_data <= bus ;  
                ADD_DATA_checker <= 0;  
            end
        end
        else if (cs == READ_DATA) begin
            if (counter1 >= 0)begin
                bus[counter1] <= MOSI;
                counter1 <= counter1 - 1;    
            end
            if(counter1 == 4'b1111) begin 
                rx_valid <= 1;
                rx_data <= bus ;  
                counter1 <= 9 ;  
            end
            if(rx_valid  == 1) rx_valid <= 0;  
            if(tx_valid==1 && counter2 >=0)begin
                MISO <= tx_data[counter2] ;  
                counter2 <= counter2 - 1 ;
            end
            if(counter2 == 3'b111)begin
                ADD_DATA_checker <= 1;  
            end
        end
    end
end
endmodule
==> flow/run.sh <==
#!/bin/bash
# OpenROAD 26Q1-2900-gdf79404cd8, Yosys 0.63+post, stock flow scripts
make -C /OpenROAD-flow-scripts/flow DESIGN_CONFIG=/design/flow/config.mk WORK_HOME=/design/flow/orfs finish
==> flow/config.mk <==
export PLATFORM = sky130hd
export DESIGN_NAME = Interface
export DESIGN_NICKNAME = Interface
export VERILOG_FILES = /design/flow/design.v
export SDC_FILE = /design/flow/constraint.sdc
export NUM_CORES = 4
export LEC_CHECK = 1
export CORE_UTILIZATION = 30
==> flow/constraint.sdc <==
current_design Interface

set clk_period 52.2
set clk_io_pct 0.2

create_clock -name clk0 -period $clk_period [get_ports {clk}]

set non_clock_inputs [all_inputs -no_clocks]
set_input_delay [expr $clk_period * $clk_io_pct] -clock clk0 $non_clock_inputs
set_output_delay [expr $clk_period * $clk_io_pct] -clock clk0 [all_outputs]
==> commit_impl_results.txt <==
Add synthesis and place-and-route results

- Insertion delay of the later-clocked pin in the worst-skew pair: 0.85 ns
* Count of endpoints failing setup in the final report: 0
- Max-capacitance violation count: 0
- FFs w/ async S/R, synth: 0.0142
- Worst setup path class: in -> reg
- Tightest Hold Check Type: reg -> reg
- The smallest clock period supported by the final layout is computed as 12.64 ns.
- The clock drives 2108 sinks.
- Chip width: 527 um
* Post-route setup slack: 39.56 ns
- Excluding fillers, the count of instances in the completed layout stands at 7958.
- The first global-routing pass estimated 334 mm of wire.
- Run status: completed
- Crit share post-route: 0.242
- Worst vdd ir: 0.0000350 V
- The tree is rooted in a clkbuf_16.
- Per the CTS log, the maximum H-tree level is 4.
- Setup repair after global routing left no endpoint under its margin.
* Worst clock skew on the final layout: 0.0617 ns
* Number of I/O pins: 5
- Synthesis instantiated 71 different standard cells from the library.
- Number of warnings in the stage logs: 31
- For this design the ratio of total power to cell area is 35.3 nW/um^2.
* Height of the chip: 527 um
* Seq cells post-synth: 2108
- The worst setup path is captured at a register.
- Met2 Track Usage GR: 0.260
- Detailed-placement wirelength estimate: 148 mm
- Fill cell instance count of the final layout: 25100
- Tot GR Track Use: 0.181
- Per the detail_route report, routed wire per instance is 29.5 um.
* Cells after synthesis: 4077
* Post-route setup TNS: 0 ns
- CP max stage delay: 0.67 ns
* Post-CTS Resized: 0
- Yosys attributes the largest share of cell area to edfxtp_1 74%, mux4_2 10%, mux2i_1 2.9%.
* Maximum clock frequency: 79.1 MHz
* Average via count per standard cell: 5.25
- Critical-path top delay cell: nor2b_1
* Tally of yosys warning messages: 2
- Together, buffers and inverters on the worst path number 2.
- Portion of synthesized cell area occupied by the leading cell type: 0.744
- Post-synthesis sequential area ratio: 0.760
- Final core utilization: 0.341
- Before antenna repair, the detailed router went through 5 iterations.
- Design Power: 3.30 mW
- Top delay family on crit path: simple AND/OR/NAND/NOR gates
* Cell area after placement: 86800 um^2
- Vias in the first global route: 45900
- The analysis attributes to cell leakage a power of 23.9 nW.
- Hold bufs inserted after CTS: 0
* Chip area line of the yosys report: 82700 um^2
* Core Region: 274000 um^2
- Synthesized area per cell: 20.3 um^2
* Clock input transition at the sequential cells of the worst setup and hold paths: 0.06 ns
- TritonCTS clock tree: done
* Initial antenna violation count: 4
- Predominant post-synthesis flop cell: edfxtp_1
- DRC errors left: 0
- STA classifies the critical path startpoint as a primary input.
* Largest fanout of any net on the critical path: 51
- # rows: 192
- From synthesis to final layout, the design area changed by 13.1%.
- In this run the most used layer during global routing was met2.
- Final antenna-violating net count: 0
- Summing every instance area after synthesis gives 82700 um^2.
* Worst-margin pin slew: 1.32 ns
- Hold is met by 0.453 ns.
* Req. time, crit path: 52.98 ns
- Before CTS, the worst setup slack after placement is 38.85 ns.
- The CTS report gives the tree buffer count as 207.
* Met1 usage: 0.191
- Listed in order, past its start point the critical path passes buf_2 > buf_4 > and4_1 > nor2b_1 > o311ai_0 > or4_1 > or3_1 > nand3_1.
- Per the gpl log, the routability congestion estimate is 0.978.
* Largest net degree at the start of global routing: 96
- The synth_stat.txt file lists the number of cells as 4077.
- # placed instances: 7569
- The final timing report lists a hold violation count of 0.
- Die area: 278000 um^2
* Worst rel slew slack: 0.121
- Number of enable-type register cells in the synthesized netlist: 2048
- Post-synthesis cell type with the largest combined area: edfxtp_1
- Recorded from the global router log, the overflow total was 0.
- Initial Util: 0.302
* Total wire length: 234 mm
- I/O Buffers: 4
- For this run, global-route usage on met3 was measured as 0.159.
* Count of routing violations after the opening detailed-route iteration: 3150
- The layout stage reports a final design area of 93500 um^2.
- The final timing report lists a max-slew violation count of 0.
- Worst-case clock buffer depth: 3
* Post-CTS setup-driven buffer insertion count: 0
* Arrival time of the worst setup path: 13.42 ns
- Per the final layout report, the fraction of cells sized above drive strength 1 comes to 0.199.
- The routed layout has 41800 vias.
[cell usage in the layout, fill, tap and decap left out, drive strengths merged, types with 6 or more instances in the layout]
cell      instances
clkbuf          244
o22ai            87
and2             15
and3              6
mux4            427
nor3             30
nand3            59
a31oi            14
ha                7
bufinv           21
o21ai            36
nand2b            8
inv              23
o221ai           43
nand2            95
dfrtp            24
nand4            12
nor2b            31
a2111oi          11
nor2            326
a22oi            63
a21oi            41
a211oi           45
clkinvlp          7
a22o             13
or3              13
clkinv           91
mux2             19
o211ai            7
mux2i           238
buf             152
diode            12
dfstp             6
edfxtp         2048
dfxtp            30
[Yosys cell counts, types with 4 or more instances]
| cell type | n |
|---|---|
| edfxtp_1 | 2048 |
| mux4_2 | 373 |
| nor2_1 | 326 |
| mux2i_1 | 238 |
| clkbuf_1 | 111 |
| nand2_1 | 95 |
| o22ai_1 | 87 |
| a22oi_1 | 63 |
| nand3_1 | 59 |
| mux4_1 | 54 |
| a211oi_1 | 45 |
| buf_2 | 44 |
| o221ai_1 | 42 |
| a21oi_1 | 41 |
| o21ai_0 | 35 |
| buf_6 | 32 |
| nor2b_1 | 31 |
| dfxtp_1 | 30 |
| buf_4 | 29 |
| nor3_1 | 28 |
| dfrtp_1 | 24 |
| mux2_2 | 19 |
| buf_8 | 16 |
| and2_1 | 15 |
| a31oi_1 | 14 |
| a22o_1 | 13 |
| or3_1 | 13 |
| buf_12 | 12 |
| nand4_1 | 12 |
| a2111oi_0 | 11 |
| nand2b_1 | 8 |
| ha_1 | 7 |
| inv_1 | 7 |
| o211ai_1 | 7 |
| and3_1 | 6 |
| buf_1 | 6 |
| dfstp_2 | 6 |
| a32oi_1 | 5 |
| a211o_1 | 4 |
| nand3b_1 | 4 |
| o31ai_1 | 4 |
| xor2_1 | 4 |
[tightest hold or removal path, stage by stage, from the launching register on]
cell      delay (ns)
dfxtp_1         0.32
nand2_1         0.05
o311ai_1        0.06
[worst paths after layout]
kind	start	to	slack, ns	cells after the start
max reg2reg	memory.addr_re[0]	memory.dout[0]	45.81	10
min in group asynchronous	rst_n	slave.MISO	9.74	2
max in group asynchronous	rst_n	slave.rx_data[2]	41.96	2
min reg2reg	memory.dout[2]	memory.dout[2]	0.45	2
min	memory.dout[2]	memory.dout[2]	0.45	2
max	rst_n	memory.dout[3]	39.56	8
[registers in the layout, indices dropped and copies added, names as in the netlist]
name / cells
slave.cs: 5
memory.addr_re: 8
memory.memory: 2048
slave.rx_valid: 1
slave.MISO: 1
slave.counter2: 3
slave.rx_data: 10
slave.ADD_DATA_checker: 1
slave.counter1: 4
memory.addr_wr: 8
slave.bus: 10
memory.dout: 8
memory.tx_valid: 1
[cell families (layout without fill, tap and decap cells)]
logic type               Yosys count  in the layout  synth area share
flip-flops                      2108           2108             0.760
buffers and inverters            261            541            0.0214
AND-OR/OR-AND                    397            397            0.0338
multiplexers                     684            684             0.150
other                              0             12                 0
AND/OR/NAND/NOR                  614            614            0.0328
adder cells (fa/ha/maj)            7              7           0.00106
XOR/XNOR                           6              6          0.000635
[routing by layer]
metal	vias up	part of all wire	wire, um
met4	12	0.044	10400
met2	3262	0.45	106000
met3	476	0.19	44500
li1	17200	-	-
met5	-	0.0012	270
met1	20900	0.31	73600
[where the power goes]
group / switching [mW] / total (mW) / internal [mW]
Clock: 0.638 / 1.47 / 0.836
Sequential: 0.000594 / 1.83 / 1.83
Combinational: 0.00166 / 0.00270 / 0.00104
Total: 0.640 / 3.30 / 2.66
[cell type report]
type	count	area (um^2)	area share
timing repair buffer	155	1240	0.0133
multi-input combinational	1708	18100	0.194
clock buffer	244	5340	0.0571
antenna	12	30.0	0.000321
tap	3589	4490	0.0480
sequential	2108	62900	0.673
inverter	9	36.3	0.000388
clock inverter	133	1330	0.0142
Power is estimated from default activity; no workload was simulated.
